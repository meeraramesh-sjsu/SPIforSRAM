<file path="flow/design.v">
module spi(sdoS,clock,reset,sdoM,addrload,dataload,comload);
input reset,clock;
output addrload;
output dataload;
output comload;
input sdoM;
output sdoS;
reg ssbar,lcb,dataload,comload,addrload,shift,lab,ldb,de,ae,ce,commandbuf;  
reg [5:0] a;
reg [5:0] temp;
reg [7:0] addrbuf;
reg [7:0] databuf;
reg [2:0] addrcount;
reg [2:0] datacount;
reg [2:0] outputcount;
reg [7:0] outputreg;
reg [7:0] sram [255:0];
reg [7:0] addr;
reg comm;
reg [7:0] din;
reg [7:0] dout;
reg regload;
reg regdataload;
reg resetext;
reg sdoS;
reg[7:0] i;
initial
begin
a <= -1;
temp <= 0;
de <= 0;
ae <= 0;
ce <= 0;
addrcount <= 7;
datacount <= 7;
outputcount <= 7;
resetext <= 0;
sram[31] <= 31;
sram[50] <= 50;
end
always @(negedge clock)
begin
a=a+1;
if(reset==0 && resetext==0)
begin
ssbar <= (~a[5]&a[4]&~a[3]&~a[2]&a[1]&~a[0]) | (~a[5]&a[4]&a[3]&a[2]&~a[1]&~a[0]) | (~a[5]&a[4]&a[3]&a[2]&~a[1]&a[0]) | (a[5]&~a[4]&a[3]&a[2]&a[1]&a[0]);
lcb <= (~a[5]&~a[4]&a[3]&~a[2]&~a[1]&a[0]) | (~a[5]&a[4]&a[3]&~a[2]&a[1]&a[0]) | (a[5]&~a[4]&~a[3]&a[2]&a[1]&~a[0]);
dataload <= (~a[5]&~a[4]&~a[3]&~a[2]&~a[1]&~a[0]) | (~a[5]&a[4]&~a[3]&~a[2]&a[1]&~a[0]);
ae <=(~temp[5]&temp[4]&~temp[3]&~temp[2]&temp[1]&~temp[0]) |(temp[5]&~temp[4]&temp[3]&temp[2]&temp[1]&temp[0]) | (~temp[5]&temp[4]&temp[3]&temp[2]&~temp[1]&~temp[0]);
ce <=(~temp[5]&temp[4]&~temp[3]&~temp[2]&temp[1]&~temp[0]) |(temp[5]&~temp[4]&temp[3]&temp[2]&temp[1]&temp[0]) | (~temp[5]&temp[4]&temp[3]&temp[2]&~temp[1]&~temp[0]);
de <=(~temp[5]&temp[4]&~temp[3]&~temp[2]&temp[1]&~temp[0]) | (temp[5]&~temp[4]&temp[3]&temp[2]&temp[1]&temp[0]);
resetext <= (a[5] & a[4] & ~a[3] & ~a[2] & a[1] & ~a[0]);
if((a>=1 && a<=8) || (a>=19 && a<=26) || (a>=30 && a<=37)) lab <= 1;
else lab<=0;
if((a>=0 && a<=7) || (a>=18 && a<=25) || (a>=29 && a<=36)) addrload <= 1;
else addrload<=0;
comload <= (~a[5]&~a[4]&a[3]&~a[2]&~a[1]&~a[0]) || (~a[5]&a[4]&a[3]&~a[2]&a[1]&~a[0]) | (a[5]&~a[4]&~a[3]&a[2]&~a[1]&a[0]);   
if((a>=10 && a<=17) || (a>=39 && a<=46)) ldb <= 1;
else ldb <= 0;
if((a>=9 && a<=16) || (a>=38 && a<=45)) dataload <= 1;
else dataload <= 0;
if(a>=30 && a<=37) shift <=1;
else shift<=0;
if(lab==1)
begin
addrbuf[addrcount] <= sdoM;
addrcount <= addrcount - 1;
end
if(ldb==1)
begin
databuf[datacount] <= sdoM;
datacount <= datacount - 1;
end
if(lcb==1)
begin
commandbuf <= sdoM;
end
if(shift==1)
begin
sdoS <= dout[7];
dout <= dout << 1;
end
end
end
always @(posedge clock)
begin
temp=temp+1;
if(reset==0 && resetext==0)
begin
if(ssbar==1)
begin
if(ae==1 && ce==1)
begin
if(commandbuf==1 && de==1)
begin
sram[addrbuf] <= databuf;
end
else if(commandbuf==0)
begin
dout<=sram[addrbuf];
end
end
end
end
end
endmodule
</file>
<file path="flow/run.sh">
#!/bin/bash
# OpenROAD 26Q1-2900-gdf79404cd8, Yosys 0.63+post, stock flow scripts
make -C /OpenROAD-flow-scripts/flow DESIGN_CONFIG=/design/flow/config.mk WORK_HOME=/design/flow/orfs finish
</file>
<file path="flow/config.mk">
export PLATFORM = sky130hd
export DESIGN_NAME = spi
export DESIGN_NICKNAME = spi
export VERILOG_FILES = /design/flow/design.v
export SDC_FILE = /design/flow/constraint.sdc
export NUM_CORES = 4
export LEC_CHECK = 1
export CORE_AREA = 10 10 80 80
export DIE_AREA = 0 0 90 90
</file>
<file path="flow/constraint.sdc">
current_design spi

set clk_period 1.8
set clk_io_pct 0.2

create_clock -name clk0 -period $clk_period [get_ports {clock}]

set non_clock_inputs [all_inputs -no_clocks]
set_input_delay [expr $clk_period * $clk_io_pct] -clock clk0 $non_clock_inputs
set_output_delay [expr $clk_period * $clk_io_pct] -clock clk0 [all_outputs]
</file>
==> flow_metrics.tcl <==
# implementation run metrics
set metrics [dict create \
    outcome "finished, violations left" \
    violations "negative setup slack" \
    warnings 40 \
    finalSetupTns_ns -0.626 \
    grt_overflow 0 \
    drc 0 \
    clock_latency_ns 0.30 \
    grt_pass1_vias 785 \
    path_clk_slew_ns 0.03 \
    fin_cells 209 \
    hold_path_class "reg -> reg" \
    path_cells "buf_2" \
    ys.flop_type "dfxtp_1" \
    vias_per_cell 4.10 \
    rsz0062_at_grt "true" \
    lay_top_cells "24 x buf_4, 16 x inv_1, 14 x nand2_1" \
    required_ns 1.44 \
    path_buffers 1 \
    synth-area-yosys_sq_um 848 \
    cap_violations 0 \
    setup_viol 3 \
    slowest_stage "edfxtp_1" \
    design.portCount 7 \
    synth_area_leader_cell "dfxtp_1" \
    power.leakage_nw 0.483 \
    dieHeight_microns 90 \
    critPathMaxFanout 1 \
    rrSetupSlack_ns 0.08 \
    cts_hold_buf 0 \
    crit_arrival_ns 1.66 \
    die_w_microns 90 \
    vdd_ir_drop_max_mv 0.142 \
    drv_slew 0 \
    hold_violations 0 \
    pre_cts_ws_ns -0.369 \
    grt_use_total_pct 4.79 \
    skew_ns 0.0107 \
    crit_family "flip-flops" \
    worst_slack_ns -0.216 \
    crit_type "reg -> out" \
    cts_root_buf "clkbuf_8" \
    placed_cell_area_sq_mm 0.00109 \
    num_rows 25 \
    core_area_sq_mm 0.00472 \
    initial_utilization_pct 18.0 \
    top_cell_area_share_pct 14.2 \
    vias 856 \
    finalInstanceArea_sq_mm 0.00122 \
    hpwl_mm 1.50 \
    yosysWarnings 17 \
    avgSynthCellArea_sq_um 7.57 \
    htreeDepth 1 \
    io_buffers 4 \
    wirelength_mm 2.06 \
    grt_start_max_net_pins 22 \
    synthCells 112 \
    wl_per_cell_microns 9.83 \
    drive_gt1_share_pct 33.1 \
    fin_util_pct 25.9 \
    antenna_found_initial 0 \
    yosysSeqAreaShare_pct 28.3 \
    place.gp.congestion 0.832 \
    synth_area_sq_um 848 \
    post_cts.repair.setup_buffers 0 \
    cts_buffers 3 \
    p_per_area_mw_per_mm2 462 \
    synth_flop_count 10 \
    place_inst 196 \
    edf_count 4 \
    lay_top_count "buf_4" \
    max_stage_delay_ns 0.34 \
    clock_sinks 10 \
    cts_tree "done" \
    area_delta_synth_final_pct 44.1 \
    cp-start-kind "flip-flop" \
    synthTopCellsByArea "dfxtp_1 14%, edfxtp_1 14%, nand2_1 6.6%, nor2_1 4.9%, ha_1 4.4%" \
    ant_nets 0 \
    crit_path_end_kind "output port" \
    grt_pass1_wl_mm 3.44 \
    antenna_cells 0 \
    synthArstFlopShare_pct 0 \
    drt_pass1_iterations 4 \
    first_iter_violations 167 \
    dieArea_sq_mm 0.00810 \
    yosysUniqueCellTypes 42 \
    clockBufferDepth 2 \
    ys_cells 112 \
]
## metrics by stage
stage	hold WS [ns]	power, W
floorplan	0.454	0.000282
global placement	0.425	0.000288
detailed placement	0.433	0.000288
CTS	0.443	0.000578
global route	0.518	0.000605
finish	0.500	0.000564
## state kept, by name, indices dropped and copies added, names as in the netlist
signal	flops
comload	1
dataload	1
resetext	1
a	6
addrload	1
## final cells by class
cell class	instances	area, sq um
inverters	7	26.3
multi-input cells	83	582
clock inverters	11	42.5
clock buffers	3	41.3
well taps	67	83.8
flip-flops and latches	10	243
repair buffers	28	204
fillers	502	3500
## path summary, 6_finish.rpt
check	from	endpoint	cells past startpoint
setup / recovery	dataload$_DFFE_NP_	dataload	1
hold reg to reg	a[0]$_DFF_N_	a[0]$_DFF_N_	1
hold / removal	a[0]$_DFF_N_	a[0]$_DFF_N_	1
setup reg to reg	a[0]$_DFF_N_	addrload$_DFFE_NP_	4
## cells by family after synthesis
| logic type | synth area share [%] |
|---|---|
| and+or+nand+nor | 27.4 |
| other | 0.442 |
| AOI/OAI and AO/OA | 21.5 |
| buffers and inverters | 10.5 |
| xor gates and xnor gates | 6.19 |
| DFF | 28.3 |
| adders and majority gates | 4.43 |
| muxes | 1.18 |
## per-layer routing
metal | track usage [%] | part of all wire [%] | wire (microns) | up-vias
li1 | - | - | - | 456
met5 | 0 | 0 | 0 | -
met2 | 6.78 | 43 | 880 | 24
met3 | 1.26 | 4.6 | 94 | 2
met4 | 1.33 | 1.3 | 27 | 0
met1 | 6.99 | 51 | 1050 | 374
## Yosys cell counts (all sizes together) (2+ instances only)
master,count
xnor2,4
a22oi,2
nand2b,2
o22ai,4
ha,3
o21ai,2
inv,8
nand3,3
xor2,2
buf,9
edfxtp,4
dfxtp,6
nor2,11
clkbuf,2
nand3b,2
o32ai,2
nand2,15
nor3,4
a31oi,2
a21oi,5
and3,2
or3,3
## power by group
part / internal [W] / switching, W / total [W]
registers: 0.000239 / 0.000000426 / 0.000240
clock network: 0.000181 / 0.000138 / 0.000319
logic: 0.00000350 / 0.00000201 / 0.00000552
## what timing repair did
action	CTS	global route
resized	12	11
endpoints found under the setup margin	9	7
pin swaps	1	1
Power figures rest on the tool's default switching activity, not on a simulated workload.
